==> /design/flow/design.v <==
module top(
    input clk,            
    input reset,
    input rx,
    output reg [7:0] leds,
    output reg IO1,
    output reg IO2,
    output reg PWM,
    output reg IO3,
    output reg IO4,
    output reg PWM2
);
reg [1:0] presentstate, nextstate;
parameter EDO_1 = 2'b00;
parameter EDO_2 = 2'b10;
reg control=0;
reg done=0;
reg [8:0] tmp = 9'b000000000;
reg [3:0] i = 4'b0000;
reg [8:0] c = 9'b111111111;    
reg delay = 0;
reg [1:0] c2 = 2'b11;
reg capture = 0;
reg [19:0] cnt= 0;
always @(posedge clk) cnt <= cnt+1;
always @(posedge clk)
begin
    if(c < 434)
        c = c + 1;
    else begin
        c = 0;
        delay = ~delay;
    end
end
always @(posedge delay)
begin
    if (c2 > 1)
        c2 = 0;
    else
        c2 = c2 + 1;
end
always @(c2)
begin
    if (c2 == 1)
        capture = 1;
    else
        capture = 0;
end
always @(posedge capture or posedge reset)
begin
    if (reset)
        presentstate <= EDO_1;
    else
        presentstate <= nextstate;
end
always @(*)
begin
    case(presentstate)
    EDO_1:
        if(rx==1 && done==0) begin
            control = 0;
            nextstate = EDO_1;
        end 
        else if(rx==0 && done==0) begin
            control = 1;
            nextstate = EDO_2;
        end 
        else begin
            control = 0;
            nextstate = EDO_1;
        end
    EDO_2:
        if(done==0) begin
            control = 1;
            nextstate = EDO_2;
        end
        else begin
            control = 0;
            nextstate = EDO_1;
        end
    default: nextstate = EDO_1;
    endcase
end
always @(posedge capture)
begin
    if (control==1 && done==0)
        tmp <= {rx, tmp[8:1]};
end
always @(posedge capture)
begin
    if (control) begin
        if(i >= 9) begin
            i = 0;
            done = 1;
            leds <= tmp[8:1];    
        end
        else begin
            i = i + 1;
            done = 0;
        end
    end 
    else done = 0;
end
reg [7:0] duty  = 0;
reg [7:0] duty2 = 0;
reg IO1, IO2, IO3, IO4;
reg PWM, PWM2;
always @(posedge clk or posedge reset) begin
    if (reset) begin
        IO1 <= 0;
        IO2 <= 0;
        IO3 <= 0;
        IO4 <= 0;
        duty  <= 0;
        duty2 <= 0;
    end else begin
        case (leds)
            "A": begin
                IO1 <= 1; IO2 <= 0;   
                IO3 <= 1; IO4 <= 0;   
                duty  <= 8'd155;
                duty2 <= 8'd155;
            end
            "C": begin
                IO1 <= 0; IO2 <= 0;
                IO3 <= 0; IO4 <= 0;
                duty  <= 0;
                duty2 <= 0;
            end
            "B": begin
                IO1 <= 0; IO2 <= 1;   
                IO3 <= 0; IO4 <= 1;   
                duty  <= 8'd155;
                duty2 <= 8'd155;
            end
            "F" :begin
                IO1 <= 1; IO2 <= 0;
                IO3 <= 1; IO4 <= 0;
                duty  <= 8'd90;    
                duty2 <= 8'd155;    
            end
            "D": begin
                IO1 <= 0; IO2 <= 0;   
                IO3 <= 1; IO4 <= 0;   
                duty  <= 8'd90;
                duty2 <= 8'd155;
            end
            "E": begin
                IO1 <= 1; IO2 <= 0;
                IO3 <= 0; IO4 <= 0;
                duty  <= 8'd155;    
                duty2 <= 8'd90;    
            end
            "G": begin
                IO1 <= 1; IO2 <= 0;   
                IO3 <= 1; IO4 <= 0;   
                duty  <= 8'd155;
                duty2 <= 8'd90;
            end
            "I": begin
                IO1 <= 0; IO2 <= 1;
                IO3 <= 0; IO4 <= 1;
                duty  <= 8'd90;    
                duty2 <= 8'd155;    
            end
            "H": begin
                IO1 <= 0; IO2 <= 1;   
                IO3 <= 0; IO4 <= 1;   
                duty  <= 8'd155;
                duty2 <= 8'd90;
            end
            default: begin
                IO1 <= IO1;
                IO2 <= IO2;
                IO3 <= IO3;
                IO4 <= IO4;
                duty  <= duty;
                duty2 <= duty2;
            end
        endcase
    end
end
always @(posedge clk)
    PWM  <= (cnt[18:11] < duty);
always @(posedge clk)
    PWM2 <= (cnt[18:11] < duty2);
endmodule
==> /design/flow/run.sh <==
#!/bin/bash
# OpenROAD 26Q1-2900-gdf79404cd8, Yosys 0.63+post, stock flow scripts
make -C /OpenROAD-flow-scripts/flow DESIGN_CONFIG=/design/flow/config.mk WORK_HOME=/design/flow/orfs finish
==> /design/flow/config.mk <==
export PLATFORM = sky130hd
export DESIGN_NAME = top
export DESIGN_NICKNAME = top
export VERILOG_FILES = /design/flow/design.v
export SDC_FILE = /design/flow/constraint.sdc
export NUM_CORES = 4
export LEC_CHECK = 1
export CORE_UTILIZATION = 30
==> /design/flow/constraint.sdc <==
current_design top

set clk_period 3.3
set clk_io_pct 0.2

create_clock -name clk0 -period $clk_period [get_ports {clk}]

set non_clock_inputs [all_inputs -no_clocks]
set_input_delay [expr $clk_period * $clk_io_pct] -clock clk0 $non_clock_inputs
set_output_delay [expr $clk_period * $clk_io_pct] -clock clk0 [all_outputs]
==> results.sh <==
# implementation run metrics
export IMPL_ios=17
export IMPL_critPathKind="reg2out"
export IMPL_dp_hpwl_mm=3.26
export IMPL_required_ps=2640
export IMPL_comb_power_share_pct=1.0
export IMPL_die_y_microns=101
export IMPL_tool_warnings=27
export IMPL_htree_levels=2
export IMPL_ys_cells=267
export IMPL_grt_max_degree=25
export IMPL_postCtsHoldBufs=0
export IMPL_ys_flops=66
export IMPL_cts_clk_slew_worst_paths_ps=80
export IMPL_crit_slowest_cell="clkdlybuf4s50_1"
export IMPL_synth_area_sq_um=2920
export IMPL_setup_worst_path_end_class="output port"
export IMPL_overflow=0
export IMPL_simple_gate_share_pct=17.6
export IMPL_untimed_endpoints=54
export IMPL_wl_per_cell_microns=11.0
export IMPL_pwr_density_cell_nw_per_um2=272
export IMPL_placed_cells=405
export IMPL_yosysWarnings=1
export IMPL_aoi_share_pct=10.6
export IMPL_cts_tree="built"
export IMPL_finish_utilization_pct=35.6
export IMPL_finalPower_mw=0.902
export IMPL_gp_congestion=0.752
export IMPL_cap_viol_max_count=0
export IMPL_synth_cell_type_count=49
export IMPL_grt_pass1_vias=1725
export IMPL_worstPathArrival_ps=1150
export IMPL_fmaxAchievable_ghz=0.553
export IMPL_sequentialPowerShare_pct=54.3
export IMPL_worstReg2RegStart="cnt[5]"
export IMPL_ys_sh_xor_pct=6.91
export IMPL_pre_cts_slack_ps=1740
export IMPL_ys_flop_type="dfxtp_1"
export IMPL_finalMaxSlewViolations=0
export IMPL_holdPathStages=1
export IMPL_fp_util_pct=31.3
export IMPL_port_buffers=16
export IMPL_hp_start="cnt[0]"
export IMPL_dr_pass1_iters=4
export IMPL_drc=0
export IMPL_final_area_sq_um=3320
export IMPL_final_cell_mix="33 x dfxtp_1, 25 x nor2_1, 21 x edfxtp_1"
export IMPL_r2r_slack_ps=1740
export IMPL_grt_pass1_wl_mm=7.96
export IMPL_insertion_delay_ps=290
export IMPL_path_delay_family="buffers and inverters"
export IMPL_hold_path_class="reg2reg"
export IMPL_worst_clock_skew_ps=7.42
export IMPL_cts_buffer_depth=2
export IMPL_pwr_share_clk_pct=44.8
export IMPL_grt_use_total_pct=9.87
export IMPL_p_int_mw=0.719
export IMPL_rsz0062_at_grt="false"
export IMPL_power_switching_share_pct=20.2
export IMPL_cp_max_fo=4
export IMPL_peakVddDrop_mv=0.207
export IMPL_start_kind="flop"
export IMPL_yosys_area_sq_um=2920
export IMPL_core_area_sq_um=9330
export IMPL_rr_worst_depth=4
export IMPL_numCtsBuffers=5
export IMPL_tightest_slew_ps=861
export IMPL_instances_no_fill=413
export IMPL_edf_count=21
export IMPL_drtAntennaViolNets=0
export IMPL_via_per_inst=4.51
export IMPL_final_common_cell="dfxtp_1"
export IMPL_status="finished, final reports clean"
export IMPL_die_area_sq_um=10100
export IMPL_post_dp_cell_area_sq_um=3200
export IMPL_post_route_period_util_pct=54.8
export IMPL_wirelength_mm=4.52
export IMPL_worst_slack_ps=1490
export IMPL_r2r_end="cnt[17]"
export IMPL_drtIter0Drc=78
export IMPL_ys_sh_adder_pct=6.86
export IMPL_die_w_microns=101
export IMPL_cts_root_buf="clkbuf_8"
export IMPL_post_cts_buffers=0
export IMPL_cp_buffers_inverters=1
export IMPL_insertedDiodeCount=0
export IMPL_antenna_found_initial=0
export IMPL_unclocked_regs=26
export IMPL_min_to="cnt[0]"
export IMPL_path_cells="clkdlybuf4s50_1"
export IMPL_p_leak_nw=1.28
export IMPL_slew_headroom_pct=42.6
export IMPL_fill_cells=894
export IMPL_layout_drive_gt1_share_pct=4.58
export IMPL_mux_share_pct=0.686
export IMPL_hold_violations=0
export IMPL_timing_final_crit_period_ps=1810
export IMPL_syn_area_per_cell_sq_um=10.9
export IMPL_max_stage_delay_ps=470
export IMPL_ys_top_logic_family="simple AND/OR/NAND/NOR gates"
export IMPL_cts_resized=0
export IMPL_async_flop_share_pct=16.7
export IMPL_p_switching_mw=0.182
export IMPL_synthCells=267
export IMPL_via_count=1862
export IMPL_finalSetupViolCount=0
export IMPL_area_delta_synth_final_pct=13.7
export IMPL_hold_ws_ps=423
export IMPL_num_rows=35
export IMPL_tns_ps=0
final cells by class:
type | instances | area (sq um) | share of cell area (%)
well taps | 129 | 161 | 4.87
flip-flops and latches | 66 | 1580 | 47.7
repair buffers | 16 | 160 | 4.83
clock inverters | 3 | 45.0 | 1.36
clock buffers | 5 | 68.8 | 2.07
inverters | 14 | 52.6 | 1.58
multi-input cells | 180 | 1250 | 37.6
flip-flops by register name, summed over array words and instances (netlist names), 2 cells and up:
signal and flops:
duty2 3, c2 2, duty 3, presentstate 2
leds 8, c 9, cnt 19, tmp 8
i 4
worst max-delay path by stage:
| stage | startpoint | endpoint | slack [ps] | depth (start not counted) |
|---|---|---|---|---|
| after CTS | IO4 | IO2 | 1480 | 1 |
| after global routing | IO1 | IO1 | 1440 | 1 |
| final | IO4 | IO2 | 1490 | 1 |
synthesized netlist by cell type, types with 2 or more instances:
master	n	area share (%)
a211o_1	2	0.60
a21o_1	3	0.77
a21oi_1	14	2.4
and2_1	3	0.64
and3_1	4	0.86
and4_1	3	0.90
buf_4	2	0.51
clkbuf_1	4	0.51
dfrtp_1	10	8.6
dfxtp_1	33	23
edfxtp_1	21	22
ha_1	16	6.9
inv_1	14	1.8
mux2i_1	2	0.69
nand2_1	15	1.9
nand2b_1	5	1.1
nand3_1	13	2.2
nand4_1	7	1.5
nand4b_1	2	0.60
nor2_1	25	3.2
nor2b_1	5	1.1
nor3_1	3	0.51
o21a_1	4	1.0
o21ai_0	11	1.9
xnor2_1	15	4.5
xor2_1	8	2.4
routing by layer:
layer,track usage (%),up-vias,wire (microns)
met5,0,-,0
met1,15.7,842,2340
li1,-,979,-
met3,1.97,6,169
met4,1.11,0,68
met2,14.9,35,1950
power groups by stage:
stage     clock network (mW)  registers, mW  logic, mW
4_1_cts                0.419          0.489    0.00892
6_report               0.404          0.489    0.00862
5_1_grt                0.443          0.490    0.00982
cell families (layout without fill, tap and decap cells):
| group | count (synthesis) | after routing |
|---|---|---|
| simple gates | 92 | 92 |
| flops | 65 | 65 |
| compound gates | 47 | 47 |
| xor+xnor | 23 | 23 |
| buf+inv | 21 | 38 |
| fa+ha+maj | 16 | 16 |
| mux | 2 | 2 |
| latches | 1 | 1 |
No activity file was given, so power comes from the tool's default toggle rates.
