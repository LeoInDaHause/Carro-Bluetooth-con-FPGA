--- ./design.v ---
module txuart(
	input	wire		i_clk,
	input	wire		i_wr,
	input	wire	[7:0]	i_data,
	output	wire		o_uart_tx,
	output	reg		o_busy
	);
	parameter	[15:0]	CLOCKS_PER_BAUD = 16'd868;
	localparam [3:0] START	= 4'h0,
		BIT_ZERO	= 4'h1,
		BIT_ONE		= 4'h2,
		BIT_TWO		= 4'h3,
		BIT_THREE	= 4'h4,
		BIT_FOUR	= 4'h5,
		BIT_FIVE	= 4'h6,
		BIT_SIX		= 4'h7,
		BIT_SEVEN	= 4'h8,
		LAST		= 4'h8,
		IDLE		= 4'hf;
	reg	[15:0]	counter;
	reg	[3:0]	state;
	reg	[8:0]	lcl_data;
	reg		baud_stb;
	initial	o_busy = 1'b0;
	initial	state  = IDLE;
	always @(posedge i_clk)
	if ((i_wr)&&(!o_busy))
		{ o_busy, state } <= { 1'b1, START };
	else if (baud_stb)
	begin
		if (state == IDLE)  
			{ o_busy, state } <= { 1'b0, IDLE };
		else if (state < LAST) begin
			o_busy <= 1'b1;
			state <= state + 1'b1;
		end else  
			{ o_busy, state } <= { 1'b1, IDLE };
	end
	initial	lcl_data = 9'h1ff;
	always @(posedge i_clk)
	if ((i_wr)&&(!o_busy))
		lcl_data <= { i_data, 1'b0 };
	else if (baud_stb)
		lcl_data <= { 1'b1, lcl_data[8:1] };
	assign	o_uart_tx = lcl_data[0];
	initial	baud_stb = 1'b1;
	initial	counter = 0;
	always @(posedge i_clk)
	if ((i_wr)&&(!o_busy))
	begin
		counter  <= CLOCKS_PER_BAUD - 1'b1;
		baud_stb <= 1'b0;
	end else if (!baud_stb)
	begin
		baud_stb <= (counter == 1);
		counter  <= counter - 1'b1;
	end else if (state != IDLE)
	begin
		counter <= CLOCKS_PER_BAUD - 1;
		baud_stb <= 1'b0;
	end
endmodule
--- ./run.sh ---
#!/bin/bash
# OpenROAD 26Q1-2900-gdf79404cd8, Yosys 0.63+post, stock flow scripts
make -C /OpenROAD-flow-scripts/flow DESIGN_CONFIG=/design/flow/config.mk WORK_HOME=/design/flow/orfs finish
--- ./config.mk ---
export PLATFORM = sky130hd
export DESIGN_NAME = txuart
export DESIGN_NICKNAME = txuart
export VERILOG_FILES = /design/flow/design.v
export SDC_FILE = /design/flow/constraint.sdc
export NUM_CORES = 4
export LEC_CHECK = 1
export CORE_UTILIZATION = 30
--- ./constraint.sdc ---
current_design txuart

set clk_period 2.8
set clk_io_pct 0.2

create_clock -name clk0 -period $clk_period [get_ports {i_clk}]

set non_clock_inputs [all_inputs -no_clocks]
set_input_delay [expr $clk_period * $clk_io_pct] -clock clk0 $non_clock_inputs
set_output_delay [expr $clk_period * $clk_io_pct] -clock clk0 [all_outputs]
==> qor.yml <==
drtPass1Iterations: 4
clkLatencyLatePin_ps: 280
finalClockPeriodUsage_pct: 74.9
cts_tree: "built"
routed.top_layer: "met4"
setup.worst_path.start_class: "register"
hold_buffers: 0
cap_viol_max_count: 0
status: "finished, final reports clean"
chipArea_um2: 4850
pin_count: 12
postSynthCellCount: 146
numSynthFlops: 31
final_design_area_no_fill_um2: 1620
crit_path_end_kind: "register"
numPortBuffers: 11
setup_tns_ps: 0
netlist_area_um2: 1370
hold_class: "reg -> reg"
seq_area_frac_synth_pct: 51.0
antenna_found_initial: 0
clkSlewWorstSetupHoldPaths_ps: 60
antenna_cells: 0
slew_violations: 0
clockBufferDepth: 2
post-route-util_pct: 37.0
rsz0062_at_grt: "false"
post-route-min-period_ps: 2100
wl_um: 2660
die_h_um: 69.6
wl_met1_um: 1320
dr_total_vias: 1135
drtIter0Drc: 37
ir_drop_uv: 435
top_cells_by_area: "dfxtp_1, edfxtp_1, nand2_1"
drive_above_1_share_pct: 9.32
met3_length_um: 136
path_max_fanout: 9
antenna_left: 0
finalClockSkew_ps: 3.23
leakagePower_nw: 0.616
arrival_ps: 2300
placed_area_um2: 1540
warnings: 26
top_area_share_pct: 33.5
dpl.hpwl_um: 1800
ys_chip_area_um2: 1370
grt_max_degree: 21
wl_met2_um: 1140
cts_setup_buffers: 0
rows: 24
regArea_um2: 701
mi_logic_area_um2: 631
max_slew.worst_pin.slew_ps: 640
clock-sinks: 31
cts_resized: 0
slew_headroom_pct: 57.3
yosys_warnings: 1
core-area_um2: 4380
fill_cells: 426
synthToLayoutAreaGrowth_pct: 18.3
viasPerCell: 5.33
drc: 0
grt_pass1_wl_um: 4760
hold_violations: 0
gp_congestion: 0.827
ys_cells: 146
die-width_um: 69.6
avgSynthCellArea_um2: 9.40
wl_per_cell_um: 12.5
finalSetupViolations: 0
htree_levels: 2
required_ps: 3010
yosysTopAreaCell: "dfxtp_1"
grt_pass1_vias: 1063
fp_util_pct: 31.3
cts_root_buf: "clkbuf_8"
synth_cell_type_count: 43
cts_inserted_buffers: 5
fmax_ghz: 0.477
worstSetupPathType: "reg -> reg"
grt_usage_pct: 12.1
gr-total-overflow: 0
powerDensity_nw_per_um2: 681
-- report_power, final --
| part | switching (mW) | leakage [nW] | total, mW | internal (mW) |
|---|---|---|---|---|
| registers | 0.0606 | 0.264 | 0.587 | 0.526 |
| clock network | 0.156 | 0.0403 | 0.325 | 0.169 |
| logic | 0.0881 | 0.311 | 0.195 | 0.106 |
-- layer usage --
layer / track usage, % / up-vias
li1: - / 564
met1: 18.6 / 532
met2: 18.4 / 31
met3: 2.65 / 8
met4: 2.22 / 0
met5: 0 / -
-- final cells by class --
cell class | instances | area share (%)
Multi-Input combinational cell | 104 | 38.8
Clock inverter | 2 | 0.462
Inverter | 4 | 0.924
Sequential cell | 31 | 43.1
Clock buffer | 6 | 4.47
Timing Repair Buffer | 14 | 8.17
Tap cell | 52 | 4.01
-- cell usage after synthesis, drive strengths merged --
cell type / count
o211ai: 4
o21ai: 4
a2111oi: 1
a211oi: 1
o21a: 1
nor4b: 1
a21o: 1
ha: 3
o41ai: 4
o22ai: 1
or4b: 1
or4: 3
a311oi: 1
nor4: 2
a31oi: 1
o2bb2ai: 1
mux2i: 2
a21boi: 1
edfxtp: 8
or3: 3
o31a: 1
dfxtp: 23
nand3: 11
o311ai: 3
a41oi: 1
a21oi: 3
inv: 4
nor3: 2
nor2: 13
nand4: 1
or2: 1
nand2: 24
xnor2: 2
nand3b: 1
and3: 1
nand2b: 1
clkbuf: 7
o22a: 1
nor2b: 2
-- metrics by stage --
stage / total power, mW / worst slack (ps) / hold slack (ps) / instances
detailed placement: 0.788 / 621 / 457 / 205
global placement: 0.783 / 629 / 450 / 205
CTS: 1.12 / 697 / 474 / 213
floorplan: 0.735 / 941 / 428 / 146
finish: 1.11 / 703 / 471 / 213
global route: 1.18 / 416 / 511 / 213
-- layout by cell type, fill, tap and decap left out, types with 2 or more instances in the layout --
| master | count |
|---|---|
| nand2_1 | 24 |
| nor2_1 | 13 |
| nor2b_1 | 2 |
| nand3_1 | 11 |
| o41ai_1 | 4 |
| buf_4 | 3 |
| clkbuf_8 | 5 |
| xnor2_1 | 2 |
| o21ai_0 | 3 |
| inv_1 | 4 |
| nor4_1 | 2 |
| o211ai_1 | 4 |
| o311ai_0 | 3 |
| nor3_1 | 2 |
| clkdlybuf4s50_1 | 11 |
| ha_1 | 3 |
| clkinv_1 | 2 |
| dfxtp_1 | 23 |
| mux2i_1 | 2 |
| or3_2 | 2 |
| edfxtp_1 | 8 |
| a21oi_1 | 3 |
-- final timing paths --
| kind | startpoint | to | slack [ps] | depth (start not counted) |
|---|---|---|---|---|
| worst max register to register | counter[0] | counter[13] | 700 | 4 |
| worst min register to register | counter[13] | counter[13] | 470 | 1 |
| worst max-delay path | counter[0] | counter[13] | 700 | 4 |
| worst min-delay path | counter[13] | counter[13] | 470 | 1 |
-- sequential cells by signal (all words and copies together) (netlist names) --
| name | cells |
|---|---|
| counter | 16 |
| lcl_data | 9 |
| state | 4 |
| baud_stb | 1 |
| o_busy | 1 |
-- critical path: stages, from the launching register on --
cell	delay, ps
dfxtp_1	320
nor4_1	560
nand3_1	380
or4_2	620
o21ai_0	150
-- cell families after synthesis --
group           after synthesis  synth area share [%]
fa+ha+maj                     3                  2.74
simple gates                 67                  24.3
compound gates               30                  16.1
flops                        31                  51.0
xor+xnor                      2                  1.28
mux                           2                  1.46
buf+inv                      11                  3.01
Power and IR drop assume default switching activity.
