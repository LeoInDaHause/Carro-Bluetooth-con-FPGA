`design.v`:
```
module rxuart(
    input	wire		i_clk,
	input	wire		i_uart_rx,
	output	reg		o_wr,
    output	reg	[7:0]	o_data
	);
	parameter  [15:0]	CLOCKS_PER_BAUD = 868;
	localparam	[3:0]	IDLE      = 4'h0;
	localparam	[3:0]	BIT_ZERO  = 4'h1;
	localparam	[3:0]	STOP_BIT  = 4'h9;
	reg	[3:0]		state;
	reg	[15:0]		baud_counter;
	reg			zero_baud_counter;
	reg		ck_uart;
	reg		q_uart;
	initial	{ ck_uart, q_uart } = -1;
	always @(posedge i_clk)
		{ ck_uart, q_uart } <= { q_uart, i_uart_rx };
	initial	state = IDLE;
	initial	baud_counter = 0;
	always @(posedge i_clk)
	if (state == IDLE)
	begin
		state <= IDLE;
		baud_counter <= 0;
		if (!ck_uart)
		begin
			state <= BIT_ZERO;
			baud_counter <= CLOCKS_PER_BAUD+CLOCKS_PER_BAUD/2-1'b1;
		end
	end else if (zero_baud_counter)
	begin
		state <= state + 1;
		baud_counter <= CLOCKS_PER_BAUD-1'b1;
		if (state == STOP_BIT)
		begin
			state <= IDLE;
			baud_counter <= 0;
		end
	end else
		baud_counter <= baud_counter - 1'b1;
	always @(*)
		zero_baud_counter = (baud_counter == 0);
	always @(posedge i_clk)
	if ((zero_baud_counter)&&(state != STOP_BIT))
		o_data <= { ck_uart, o_data[7:1] };
	initial	o_wr = 1'b0;
	always @(posedge i_clk)
		o_wr <= ((zero_baud_counter)&&(state == STOP_BIT));
endmodule
```
`run.sh`:
```
#!/bin/bash
# OpenROAD 26Q1-2900-gdf79404cd8, Yosys 0.63+post, stock flow scripts
make -C /OpenROAD-flow-scripts/flow DESIGN_CONFIG=/design/flow/config.mk WORK_HOME=/design/flow/orfs finish
```
`config.mk`:
```
export PLATFORM = sky130hd
export DESIGN_NAME = rxuart
export DESIGN_NICKNAME = rxuart
export VERILOG_FILES = /design/flow/design.v
export SDC_FILE = /design/flow/constraint.sdc
export NUM_CORES = 4
export LEC_CHECK = 1
export CORE_AREA = 10 10 101 101
export DIE_AREA = 0 0 111 111
```
`constraint.sdc`:
```
current_design rxuart

set clk_period 5.3
set clk_io_pct 0.2

create_clock -name clk0 -period $clk_period [get_ports {i_clk}]

set non_clock_inputs [all_inputs -no_clocks]
set_input_delay [expr $clk_period * $clk_io_pct] -clock clk0 $non_clock_inputs
set_output_delay [expr $clk_period * $clk_io_pct] -clock clk0 [all_outputs]
```
==> changes_impl.md <==
## Flow update

* Outcome: finished, final reports clean
* RSZ-0062 raised after global routing: no
* Flop2flop setup slack at 3.12 ns
* Core ar. at 8134 um2
* Synth Cell Area at 1314 um2
* Sum Neg Setup Slack at 0 ns
* EDFF count, synth at 12
* Sequential standard cell area at 740.7 um2
* Power share of the clock group at 47.1%
* Cell family with most CP delay: simple AND/OR/NAND/NOR gates
* Final Max Tran Viols at 0
* Power density over cell area at 287.5 nW/um2
* Max Used Layer: met4
* DRT Wirelength at 2218 um
* Cycle use final at 41.04%
* Critical path capture point type: register
* Synth Seq Share at 56.38%
* Final Hold Vio Count at 0
* Min-delay src: q_uart
* Switching Share at 18.01%
* Reg2reg end: o_data[1]
* CP max stage cell: nor2b_1
* Global Route Usage Sum at 3.622%
* PortBufs at 10
* Internal Power at 384.5 uW
* Yosys Instances at 113
* CP Max Fanout at 9
* Slew margin rel. at 56.05%
* Initial antenna violation count at 0
* Syn Inst Count at 113
* Vias in the first global route at 824
* Kind of critical path: register to register
* HP Class: register to register
* Worst vdd ir at 110.2 uV
* Cts hold-fix bufs at 0
* Met3 WL at 114 um
* Top cells excl fill/tap: 19 x dfxtp_1, 13 x xnor2_1, 12 x edfxtp_1, 10 x clkdlybuf4s50_1, 7 x nor2_1
* ANT cells at 0
* Non-filler cells, final at 233
* Fillers at 863
* Crit path DRT at 5.22 ns
* Synth flops at 31
* Remaining DRCs at 0
* Post-synth ARST share at 0%
* Yosys Chip Area at 1314 um2
* Vias at 821
* Reg-to-Reg Start: baud_counter[0]
* TritonCTS Sinks at 31
* Initial core utilization at 16.15%
* Final setup skew at 0.005036 ns
* Drt wl/cell at 9.519 um
* Tool warning count at 25
* Netlist cell types at 35
* CTS tree: yes
* Rows at 33
* MaxCap Viol Count at 0
* R2R cell count at 5
* WP depth at 5
* Clock Tree Buf Depth at 2
* Hold Path Sink: ck_uart
* Synth Flop Type: dfxtp_1
* Iteration-0 DRC Markers at 39
* Worst Tran Pin Value at 0.6579 ns
* Clock latency (worst-skew pair) at 0.28 ns
* Final setup fails at 0
* Arr. time, crit path at 2.09 ns
* Die ar. at 12320 um2
* Area growth syn-to-layout at 24.19%
* Layout cells sized above 1 at 17.19%
* Total grt overflow at 0
* Final Wtd Congestion at 0.7725
* Worst Hold Slack at 0.3320 ns
* WHS Path Cells at 0
* Synthesized area per cell at 11.63 um2
* Most frequent logic cell in the layout: dfxtp_1
* Synth warn at 1
* Dpl cells at 225
* Post-CTS Resized at 0
* Max stage delay on crit path at 0.63 ns
* Reg clk slew, reported paths at 0.06 ns
* Fmax at 459.7 MHz
* Buf/Inv on CP at 1
* HPWL after DPL at 1611 um
* IO Count at 11
* Metal-1 WL at 1151 um
* Die X at 111 um
* Cts bufs inserted at 5
* CP Launch Type: register
* Vias per cell at 3.524
* Largest net degree at the start of global routing at 15
* DR WL met2 at 887 um
* Comb gate area at 536.8 um2
* Leakage power at 0.5182 nW
* Post-CTS Setup Inserts at 0
* Sequential share of power at 52.7%
* Crit-path cells: inv_1 > ha_1 > nor4b_1 > nand4_1 > nor2b_1
* P_sw at 84.47 uW
* Die Span Y at 111 um
* Combinational cell fraction of total power at 0.2%
* Root Buffer: clkbuf_8
* Antenna Violating Nets Remaining at 0
* Global-route wire length before repair at 3912 um
* Pre-antenna DRT Iters at 4
* H-tree levels at 2
* Minimum clock period at 2.175 ns
* CP Launch Point: baud_counter[0]
-- routing by layer --
metal  vias to the layer above  global-route usage, %
met4                         0                 0.9549
li1                        433                      -
met3                         7                  1.259
met1                       365                  5.100
met2                        16                  5.149
met5                         -                      0
-- sequential cells by signal, summed over array words and instances (netlist names) --
signal / flops
o_wr: 1
q_uart: 1
state: 4
o_data: 8
ck_uart: 1
baud_counter: 16
-- synth_stat cells, types with 2 or more instances --
library cell	count	area share (%)
a21oi_1	6	2.3
edfxtp_1	12	27
xnor2_1	13	8.7
nor3_1	4	1.5
or4_4	2	1.7
nor2_1	7	2.0
nor4_2	3	2.9
dfxtp_1	19	29
or3_1	2	0.95
nand2b_1	3	1.4
nor3_2	2	1.5
or3b_2	2	1.3
buf_2	2	0.76
o21ai_1	3	1.1
o21ai_0	2	0.76
or2_2	2	0.95
nor2_2	3	1.4
nor4_1	3	1.4
inv_1	4	1.1
nand2_1	4	1.1
-- logic make-up (layout without fill, tap and decap cells) --
kind of cell / count (synthesis) / in the layout / synth area share (%)
fa+ha+maj: 1 / 1 / 0.9522
buf+inv: 7 / 22 / 2.762
mux: 1 / 1 / 0.7619
flops: 31 / 31 / 56.38
simple gates: 44 / 44 / 23.43
compound gates: 15 / 15 / 6.382
xor+xnor: 14 / 14 / 9.334
-- through the flow --
step                      utilization (%)  total power [mW]  worst slack [ns]  instance area [um2]
after floorplan                         -            0.2522             3.401                 1314
after global placement              18.74            0.2531             3.165                 1524
after detailed placement            18.74            0.2531             3.125                 1524
after CTS                           20.06            0.4745             3.099                 1632
after global routing                20.06            0.4828             2.918                 1632
final                               20.06            0.4690             3.125                 1632
-- power by group through the flow --
stage / Clock [mW] / Combinational (mW) / Sequential (mW)
4_1_cts: 0.227 / 0.000936 / 0.247
5_1_grt: 0.235 / 0.00101 / 0.247
6_report: 0.221 / 0.000937 / 0.247
-- how the worst max path moves through the flow --
| stage | to |
|---|---|
| 4_1_cts | o_data[2] |
| 5_1_grt | o_data[0] |
| 6_report | o_data[1] |
-- area by class of cell --
class                   instances  area share [%]
clock buffers                   5           4.218
well taps                     105           8.052
inverters                       4          0.9202
multi-input cells              75           32.90
repair buffers                 10           6.135
clock inverters                 3           2.377
flip-flops and latches         31           45.40
Power and IR drop assume default switching activity.
